### flow/config.mk
export PLATFORM = sky130hd
export DESIGN_NAME = nec_divider
export DESIGN_NICKNAME = nec_divider
export VERILOG_FILES = /design/flow/design.v
export SDC_FILE = /design/flow/constraint.sdc
export NUM_CORES = 4
export LEC_CHECK = 1
export CORE_UTILIZATION = 40
### flow/constraint.sdc
current_design nec_divider

set clk_period 14.2
set clk_io_pct 0.2

create_clock -name clk0 -period $clk_period [get_ports {clk}]

set non_clock_inputs [all_inputs -no_clocks]
set_input_delay [expr $clk_period * $clk_io_pct] -clock clk0 $non_clock_inputs
set_output_delay [expr $clk_period * $clk_io_pct] -clock clk0 [all_outputs]
### flow/design.v
`default_nettype none
module divu_int #(parameter WIDTH=5) (  
    input wire logic clk,               
    input wire logic ce,                
    input wire logic reset,             
    input wire logic start,             
    output     logic done,              
    output     logic overflow,          
    output     logic dbz,               
    input wire logic [WIDTH-1:0] a,     
    input wire logic [WIDTH-1:0] b,     
    output     logic [WIDTH-1:0] quot,  
    output     logic [WIDTH-1:0] rem    
);
logic busy;
logic [WIDTH-1:0] b1;              
logic [WIDTH-1:0] quo, quo_next;   
logic [WIDTH:0] acc, acc_next;     
int i;       
always_comb begin
    if (acc >= {1'b0, b1}) begin
        acc_next = acc - b1;
        {acc_next, quo_next} = {acc_next[WIDTH-1:0], quo, 1'b1};
    end else begin
        {acc_next, quo_next} = {acc, quo} << 1;
    end
end
always_ff @(posedge clk) begin
    if (ce) begin
        if (start) begin
            done <= 0;
            overflow <= 0;
            i <= 0;
            if (b == 0) begin   
                busy <= 0;
                done <= 1;
                dbz <= 1;
            end else begin
                busy <= 1;
                dbz <= 0;
                b1 <= b;
                {acc, quo} <= {{WIDTH{1'b0}}, a, 1'b0};   
            end
        end else if (busy) begin
            if (i == WIDTH-1) begin   
                busy <= 0;
                done <= 1;
                overflow <= |quo_next[WIDTH-1:WIDTH/2];
                quot <= quo_next;
                rem <= acc_next[WIDTH:1];   
            end else begin   
                i <= i + 1;
                acc <= acc_next;
                quo <= quo_next;
            end
        end
        if (reset) begin
            busy <= 0;
            done <= 0;
            overflow <= 0;
            dbz <= 0;
            quot <= 0;
            rem <= 0;
        end
    end
end
endmodule
module nec_divider(
    input wire logic clk,            
    input wire logic ce,             
    input wire logic reset,          
    input wire logic start,          
    input wire logic wide,           
    output     logic done,           
    output     logic overflow,       
    output     logic dbz,            
    input wire logic [32:0] a,       
    input wire logic [32:0] b,       
    output     logic [15:0] quot,    
    output     logic [15:0] rem      
);
wire done_16, done_32;
wire overflow_16, overflow_32;
wire dbz_16, dbz_32;
wire [15:0] quot_16, rem_16;
wire [31:0] quot_32, rem_32;
wire [31:0] a_abs = a[32] ? -a[31:0] : a[31:0];
wire [31:0] b_abs = b[32] ? -b[31:0] : b[31:0];
always_comb begin
    if (wide) begin
        done = done_32;
        overflow = overflow_32;
        dbz = dbz_32;
        quot = a[32] ^ b[32] ? -quot_32[15:0] : quot_32[15:0];
        rem = a[32] ? -rem_32[15:0] : rem_32[15:0]; 
    end else begin
        done = done_16;
        overflow = overflow_16;
        dbz = dbz_16;
        quot = a[32] ^ b[32] ? -quot_16[15:0] : quot_16[15:0];
        rem = a[32] ? -rem_16[15:0] : rem_16[15:0]; 
    end
end
divu_int #(.WIDTH(16)) div_16(
    .clk, .ce, .reset, .start,
    .done(done_16), .overflow(overflow_16), .dbz(dbz_16),
    .a(a_abs[15:0]), .b(b_abs[15:0]),
    .quot(quot_16), .rem(rem_16)
);
divu_int #(.WIDTH(32)) div_32(
    .clk, .ce, .reset, .start,
    .done(done_32), .overflow(overflow_32), .dbz(dbz_32),
    .a(a_abs[31:0]), .b(b_abs[31:0]),
    .quot(quot_32), .rem(rem_32)
);
endmodule
### flow/run.sh
#!/bin/bash
# OpenROAD 26Q1-2900-gdf79404cd8, Yosys 0.63+post, stock flow scripts
make -C /OpenROAD-flow-scripts/flow DESIGN_CONFIG=/design/flow/config.mk WORK_HOME=/design/flow/orfs finish
==> impl_table.tex <==
% Implementation results table
\begin{tabular}{lr}
\hline
Metric & Value \\
\hline
\multicolumn{2}{l}{\textbf{Synthesis}} \\
Fraction of registers with async set or reset after synthesis & 0 \\
Average cell area after synthesis & 9.859 sq um \\
Number of cell instances after yosys synthesis & roughly 1.8k \\
Prevailing post-synth register cell & sky130\_fd\_sc\_hd\_\_edfxtp\_1 \\
Top cell type's share of synthesized area & 0.4735 \\
Sequential cell area fraction in the yosys report & 0.4735 \\
Post-synthesis cell type with the largest instance count & sky130\_fd\_sc\_hd\_\_edfxtp\_1 \\
YS chip area & between 15000 and 20000 sq um \\
Count of state elements after synthesis & 282 \\
Top post-synthesis cells by area & sky130\_fd\_sc\_hd\_\_edfxtp\_1 47\%, sky130\_fd\_sc\_hd\_\_xor2\_1 5.1\%, sky130\_fd\_sc\_hd\_\_xnor2\_1 4.1\%, sky130\_fd\_sc\_hd\_\_ha\_1 4.0\%, sky130\_fd\_sc\_hd\_\_nor2\_1 4.0\% \\
Number of flops mapped to enable cells by yosys & about 280 \\
Count of cell types in the netlist & slightly below 80 \\
Largest area contributor in the synthesized netlist & sky130\_fd\_sc\_hd\_\_edfxtp\_1 \\
Most common library cells after synthesis & 282 x sky130\_fd\_sc\_hd\_\_edfxtp\_1, 190 x sky130\_fd\_sc\_hd\_\_nor2\_1, 139 x sky130\_fd\_sc\_hd\_\_a21oi\_1 \\
Gate count of the mapped netlist & roughly 1.8k \\
Syn. warnings & 3 \\
Synthesized cell area & roughly 18000 sq um \\
\multicolumn{2}{l}{\textbf{Floorplanning}} \\
Placement row count & around 77 \\
Die Height & 213.5 microns \\
Total die size & between 40000 and 50000 sq um \\
Share of the core filled by cells before placement & 0.4053 \\
Ports & about 110 \\
Die X & about 210 microns \\
Placeable Area & approximately 44000 sq um \\
\multicolumn{2}{l}{\textbf{Power}} \\
Static leakage & 7.341 nW \\
Pwr dens & around 120 nW/um\^{}2 \\
Switching power of the nets & about 0.7 mW \\
Sequential power share & 0.432 \\
Power Internal & roughly 1.7 mW \\
Comb pwr share & 0.222 \\
Switching Share & 0.2934 \\
Worst-case vdd ir drop & 94.69 uV \\
Clk network pwr share & 0.347 \\
\multicolumn{2}{l}{\textbf{Worst setup path}} \\
Critical path capture point type & output port \\
Number of cells on the worst reg-to-reg path & 10 \\
Crit path cell chain & buf\_2 > buf\_4 > xnor2\_1 > a31oi\_1 > nand2b\_1 > o31ai\_1 > xnor2\_1 > nor2\_1 > a21oi\_1 > clkdlybuf4s50\_1 \\
Critical path type & primary input to output port \\
Required time of the worst setup path & roughly 11 ns \\
Kind of start point of the critical path & primary input \\
Worst path depth & 10 \\
Total buffers and inverters traversed by the critical path & 3 \\
Worst path arrival time & approximately 5.4 ns \\
CP peak stage delay & $\sim$0.72 ns \\
Cell class contributing the biggest share of worst-path delay & XOR/XNOR gates \\
Most frequent cell on the critical path & sky130\_fd\_sc\_hd\_\_xnor2\_1 \\
Top fanout value on the critical path & approximately 54 \\
Cell at the slowest stage of the critical path & sky130\_fd\_sc\_hd\_\_xnor2\_1 \\
\multicolumn{2}{l}{\textbf{Global route}} \\
Initial antenna violation count & 0 \\
Via count of the first global-routing pass & between 10k and 15k \\
Largest net degree at the start of global routing & 79 \\
Overflow left after global routing & 0 \\
Global-route wire length before repair & 68030 microns \\
Total GRT Usage & 0.1999 \\
\multicolumn{2}{l}{\textbf{Timing}} \\
Slew Limit Headroom & 0.4574 \\
Post-Route Setup TNS & 0 ns \\
Maximum clock frequency & approximately 0.12 GHz \\
PnR worst setup slack & 5.962 ns \\
Post-layout period usage & 0.5801 \\
Transition time at the pin with the least slew margin & $\sim$0.8 ns \\
Setup repair after global routing missed its margin & false \\
Time the worst path needs with I/O delays and setup & 8.238 ns \\
Fin Clk Skew & 0.03053 ns \\
Number of setup violations in the final report & 0 \\
Slew Viols, Final & 0 \\
Final-report hold violation count & 0 \\
\multicolumn{2}{l}{\textbf{Clock network}} \\
Number of setup buffers added after CTS & 0 \\
Maximum level of the CTS H-tree & 2 \\
Clock transition at path regs & 0.06 ns \\
Hold-fix buffers, CTS & 0 \\
Number of buffers inserted during clock tree synthesis & 34 \\
Clock latency reported for the late side of the worst-skew pair & around 0.56 ns \\
Sinks on Clock Net & about 280 \\
Root cell of the clock tree & sky130\_fd\_sc\_hd\_\_clkbuf\_16 \\
Worst-case clock buffer depth & 3 \\
Clock tree from TritonCTS & built \\
Number of gates resized after cts & 0 \\
\multicolumn{2}{l}{\textbf{Layout}} \\
Area growth, synth to finish & 15.32\% \\
Fraction of final layout cells sized beyond drive strength 1 & 0.06483 \\
Post-route standard cell area excluding fillers & approximately 21000 sq um \\
\multicolumn{2}{l}{\textbf{Placed design}} \\
Instance area at placement & around 20000 sq um \\
Input/output buffers & $\sim$110 \\
Worst slack at placement & 5.994 ns \\
Half-perimeter wire length after detailed placement & around 31000 microns \\
Global placement routability congestion & roughly 0.93 \\
\multicolumn{2}{l}{\textbf{Routing}} \\
Detailed-route wire length & about 43000 microns \\
Initial drt markers & $\sim$1.1k \\
Number of iterations in the first detailed-routing pass & 5 \\
WL/cell & between 15 and 20 microns \\
Via count & around 14k \\
Number of antenna repair diodes & 0 \\
Antenna violation net count after detailed routing & 0 \\
Via/cell ratio & roughly 5.5 \\
Count of unresolved DRC violations after routing & 0 \\
\multicolumn{2}{l}{\textbf{Run}} \\
Count of warning messages emitted by the tools & 26 \\
Number of violations of the max-capacitance limit & 0 \\
\multicolumn{2}{l}{\textbf{Worst hold path}} \\
Number of stages on the worst hold path & 1 \\
Hold crit path type & flop to flop \\
\multicolumn{2}{l}{\textbf{Outcome}} \\
Run status & finished clean \\
\hline
\end{tabular}
[registers in the layout, summed over array words and instances, names as in the netlist]
signal           flops
div_16.done          1
div_32.done          1
div_32.b1           32
div_16.quot         16
div_16.b1           16
div_32.quo          32
div_16.overflow      1
div_16.busy          1
div_32.acc          33
div_16.i            32
div_32.busy          1
div_16.acc          17
div_32.quot         16
div_32.dbz           1
div_16.quo          16
div_32.overflow      1
div_32.i            32
div_32.rem          16
div_16.rem          16
div_16.dbz           1
[layout make-up]
type	instances	area (sq um)
Clock buffer	40	873.3
Clock inverter	22	217.7
Fill cell	4063	23500
Inverter	99	371.6
Multi-Input combinational cell	1359	8763
Sequential cell	282	8468
Tap cell	592	740.7
Timing Repair Buffer	126	1190
[metrics by stage]
stage          power, mW  hold slack (ns)  instances    util
4_1_cts            2.469           0.5258       2520  0.4674
3_5_place_dp       1.611           0.5106       2458  0.4427
6_report           2.444           0.5211       2520  0.4674
5_1_grt            2.573           0.5520       2520  0.4674
2_1_floorplan      1.436           0.4972       1814       -
3_3_place_gp       1.608           0.5077       2458  0.4427
[cells by family after synthesis]
family,synth area share
fa+ha+maj,0.04212
compound gates,0.1604
mux,0.01595
xor+xnor,0.09158
simple gates,0.1778
flops,0.4735
buf+inv,0.03862
[power groups by stage]
stage | Combinational, mW | Sequential [mW] | Clock (mW)
4_1_cts | 0.543 | 1.05 | 0.871
6_report | 0.542 | 1.05 | 0.847
5_1_grt | 0.607 | 1.06 | 0.902
[layout by cell type, fill, tap and decap left out, types with 6 or more instances in the layout]
| master | n |
|---|---|
| sky130_fd_sc_hd__xor2_1 | 104 |
| sky130_fd_sc_hd__clkdlybuf4s50_1 | 100 |
| sky130_fd_sc_hd__a211oi_1 | 11 |
| sky130_fd_sc_hd__or3_2 | 6 |
| sky130_fd_sc_hd__and2_1 | 7 |
| sky130_fd_sc_hd__nor4_1 | 34 |
| sky130_fd_sc_hd__mux2i_1 | 15 |
| sky130_fd_sc_hd__a21boi_0 | 6 |
| sky130_fd_sc_hd__nand3_1 | 68 |
| sky130_fd_sc_hd__inv_1 | 99 |
| sky130_fd_sc_hd__nor2b_1 | 40 |
| sky130_fd_sc_hd__and3_1 | 12 |
| sky130_fd_sc_hd__a31oi_1 | 11 |
| sky130_fd_sc_hd__buf_4 | 21 |
| sky130_fd_sc_hd__nand4_1 | 23 |
| sky130_fd_sc_hd__o211ai_1 | 9 |
| sky130_fd_sc_hd__a21o_1 | 20 |
| sky130_fd_sc_hd__clkbuf_16 | 34 |
| sky130_fd_sc_hd__nor3_1 | 38 |
| sky130_fd_sc_hd__ha_1 | 57 |
| sky130_fd_sc_hd__nand2_1 | 116 |
| sky130_fd_sc_hd__nand2b_1 | 17 |
| sky130_fd_sc_hd__and4_1 | 10 |
| sky130_fd_sc_hd__o31ai_1 | 28 |
| sky130_fd_sc_hd__o22ai_1 | 12 |
| sky130_fd_sc_hd__or2_2 | 7 |
| sky130_fd_sc_hd__clkbuf_1 | 6 |
| sky130_fd_sc_hd__nor2_1 | 189 |
| sky130_fd_sc_hd__o21ai_0 | 119 |
| sky130_fd_sc_hd__o41ai_1 | 9 |
| sky130_fd_sc_hd__or4_1 | 14 |
| sky130_fd_sc_hd__or3_1 | 21 |
| sky130_fd_sc_hd__xnor2_1 | 83 |
| sky130_fd_sc_hd__a21oi_1 | 139 |
| sky130_fd_sc_hd__edfxtp_1 | 282 |
| sky130_fd_sc_hd__mux2_2 | 6 |
| sky130_fd_sc_hd__o21a_1 | 42 |
[metal layers]
layer | vias up | routed length (microns) | share of wire | track usage
met5 | - | 0 | 0 | 0
met2 | 387 | 18510 | 0.43 | 0.2813
met3 | 63 | 3079 | 0.072 | 0.05099
met1 | 6460 | 20260 | 0.47 | 0.3272
met4 | 0 | 1157 | 0.027 | 0.04729
li1 | 6894 | - | - | -
[final timing paths]
check	slack (ns)	to	from
max reg2reg	10.47	div_32.rem[7]	div_32.acc[6]
min	0.52	div_16.acc[0]	div_16.quo[15]
max	5.96	quot[12]	a[32]
min reg2reg	0.52	div_16.acc[0]	div_16.quo[15]
Power figures rest on the tool's default switching activity, not on a simulated workload.
